==> /design/flow/design.v <==
module BlockChecker(
    input clk,
    input reset,
    input [7:0] in,
    output reg result
);
reg [55:0] word;
reg [55:0] next_word;
reg [7:0] temp;
integer j = 0;
always @(*) begin
    if(in >= "A" && in <= "Z") begin
      temp = "a" + in - "A";
    end
    else begin
      temp = in;
    end
    next_word = (word << 8) + temp;
end
always @(posedge clk or posedge reset) begin
  if(reset == 1) begin
    word <= {48'b0," "};
    j <= 0;
    result <= 1;
  end
  else begin
    word <= next_word;
    if(next_word[39:0] == {"b","e","g","i","n"} && !(next_word[47:40] >= "a" && next_word[47:40] <= "z")) begin
      if(j>=0) begin
        j <= j + 1;
        result <= 0;
      end
    end
    else if(next_word [55:48] >= "a" && next_word[55:48] <= "z" && next_word[47:8] == {"b","e","g","i","n"})
      j <= j;
    else if(next_word[47:8] == {"b","e","g","i","n"} && next_word[7:0] >= "a" && next_word[7:0] <= "z") begin
      if(j>=0) begin
        j <= j - 1;
        result <= (j == 1) ? 1 : 0;
      end
    end
    else if(next_word[23:0] == {"e","n","d"} && !(next_word[31:24] >= "a" && next_word[31:24] <= "z")) begin
      j <= j - 1;
      result <= (j == 1) ? 1 : 0;
    end
    else if(next_word[39:32] >= "a" && next_word[39:32] <= "z" && next_word[31:8] == {"e","n","d"})
      j <= j;
    else if(next_word[31:8] == {"e","n","d"} && next_word[7:0] >= "a" && next_word[7:0] <= "z") begin
      j <= j + 1;
      result <= (j == -1) ? 1 : 0;
    end
  end
end
endmodule
==> /design/flow/run.sh <==
#!/bin/bash
# OpenROAD 26Q1-2900-gdf79404cd8, Yosys 0.63+post, stock flow scripts
make -C /OpenROAD-flow-scripts/flow DESIGN_CONFIG=/design/flow/config.mk WORK_HOME=/design/flow/orfs finish
==> /design/flow/config.mk <==
export PLATFORM = sky130hd
export DESIGN_NAME = BlockChecker
export DESIGN_NICKNAME = BlockChecker
export VERILOG_FILES = /design/flow/design.v
export SDC_FILE = /design/flow/constraint.sdc
export NUM_CORES = 4
export LEC_CHECK = 1
export CORE_UTILIZATION = 50
==> /design/flow/constraint.sdc <==
current_design BlockChecker

set clk_period 6.7
set clk_io_pct 0.2

create_clock -name clk0 -period $clk_period [get_ports {clk}]

set non_clock_inputs [all_inputs -no_clocks]
set_input_delay [expr $clk_period * $clk_io_pct] -clock clk0 $non_clock_inputs
set_output_delay [expr $clk_period * $clk_io_pct] -clock clk0 [all_outputs]
==> reports/results.ini <==
[power_and_ir_drop]
clkPwrFrac=0.415
internal-power_uw=731
powerDensity_nw_per_um2=210
power_uw=942
p_sw_uw=212
vdd_ir_drop_max_uv=149
swShare=0.225
power_frac_comb=0.036
p_seq_frac=0.549
p_leak_uw=0.00184

[final_timing]
setup_viol=0
finalSetupTns_ns=0
rsz0062_at_grt=false
period_used_share=0.579
drv_slew=0
hold_viol=0
worst_pin_slew_ns=0.742
fin_skew_ns=0.00942
layout_min_cycle_time_ns=3.88
maxSlewHeadroom=0.501
max_freq_mhz=258

[layout]
drive_gt1_frac=0.0898
final-comb-area_um2=1970
flop_area_um2=2030
syn_to_final_growth_pct=9.98
fillCellCount=680
instances_no_fill=503

[place]
placed_cells=487
dp_hpwl_um=5810
portBuffers=10
gp_routability_congestion=0.848

[routing]
diodes=0
num_vias=3032
antenna_left=0
wl_per_cell_um=17.2
drt_iter0_markers=146
firstDrtPassIters=4
vias_per_cell=6.03
drcViolationCount=0
wl_um=8630

[critical_path]
setup.worst_path.end_class=flip-flop
reg2reg_from=word[32]
worstPathRequired_ns=6.98
r2r_cells=8
cp.arrival_ns=4.15
r2r-end=j[19]
r2r_setup_slack_ns=3.73
crit_fanout=16
worst_setup_path_start_kind=input pin
crit_type=in -> reg

[worst_hold_path]
hold_path.class=reg -> reg
min_from=word[39]
min_to=word[47]
hold_path_depth=0

[clock_tree]
postCtsHoldBufs=0
cts.repair.resized=0
clkTransAtPathRegs_ns=0.08
cts_buffers=9
post_cts_buffers=0
cts_root_buf=clkbuf_8
htreeDepth=3
clock_sinks=81
clk-insertion-delay-late_ns=0.35
tritoncts=built
clockBufferDepth=2

[synth]
ys_ff=81
yosysSeqAreaShare=0.496
async_flop_share=1.00
ys_cells=387
synth-edff-count=0
synth_warnings=1
synth.avg_cell_area_um2=10.6
synthDistinctLibCells=57
syn_inst=387
mappedNetlistArea_um2=4090
yosys_area_um2=4090
flop_cell=dfrtp_1

[grt]
grt_use_met2=0.320
grt_pass1_vias=3007
grt-busiest-layer=met1
overflow=0
antenna_found_initial=0
grt_max_degree=44
use_met3=0.0409
grt_util_met1=0.399
track_usage=0.231
grt_pass1_wl_um=14900

[run]
max_cap_violations=0
warnings=29

[die]
core_area_um2=7810
die_w_um=92.4
io_pins=11
die_h_um=92.4
rows=32
die-area_um2=8540
fp_util=0.524

[outcome]
outcome=completed

## Yosys cell counts (4+ instances only)
cell type / n / share of area
nand3b_1: 8 / 0.015
nor2_1: 31 / 0.028
mux2i_1: 10 / 0.024
and2_1: 4 / 0.0061
nor2b_1: 6 / 0.0092
inv_1: 4 / 0.0037
or4_1: 7 / 0.013
dfrtp_1: 79 / 0.48
nor4_1: 11 / 0.017
and4_1: 4 / 0.0086
a21oi_1: 4 / 0.0049
ha_1: 5 / 0.015
o22ai_1: 4 / 0.0061
clkbuf_1: 8 / 0.0073
xor2_1: 15 / 0.032
o2111ai_1: 13 / 0.028
nand2b_1: 5 / 0.0077
xnor2_1: 17 / 0.036
and3_1: 16 / 0.024
nand4_1: 20 / 0.031
nand2_1: 20 / 0.018
buf_2: 6 / 0.0073
nand4bb_1: 4 / 0.011
nor3_1: 28 / 0.034
nor3b_1: 4 / 0.0073
nand3_1: 11 / 0.013
## layout by cell type (no fill, tap or decap), types with 3 or more instances in the layout
master and instances:
nand4bb_1 4, clkdlybuf4s50_1 10, inv_1 3, nor3b_1 4, mux2i_1 10, a21oi_1 4
dfrtp_1 79, clkbuf_8 9, nor2b_1 6, or3_1 3, a211oi_2 3, nand3b_1 8
nand4_1 20, and2_1 4, or4_1 7, and3_1 16, nor4_1 11, nor3_1 28
o22ai_1 4, xor2_1 15, nand2b_1 5, nor2_1 31, xnor2_1 17, o2111ai_1 13
nand2_1 20, buf_4 4, mux2_1 3, and4_1 4, nor4b_1 3, ha_1 5
nand3_1 11, mux2_2 3
## kinds of logic (layout without fill, tap and decap cells)
kind of cell | count (synthesis) | in the layout | share of synthesized area
mux | 16 | 16 | 0.0410
flops | 81 | 81 | 0.496
buf+inv | 20 | 34 | 0.0211
fa+ha+maj | 5 | 5 | 0.0153
simple gates | 193 | 193 | 0.274
compound gates | 40 | 40 | 0.0839
xor+xnor | 32 | 32 | 0.0686
## power groups by stage
stage                 registers, uW  clock network (uW)  logic, uW
after CTS                       517                 402       35.0
final                           517                 391       34.0
after global routing            520                 426       38.6
## layer usage
layer | up-vias | wire (um)
li1 | 1466 | -
met1 | 1483 | 4370
met2 | 74 | 3690
met3 | 9 | 474
met4 | 0 | 107
met5 | - | 0
## sequential cells by signal (all words and copies together), names as in the netlist
name	count
word	48
j	32
result	1
## how the worst max path moves through the flow
stage	start	to	slack, ns	cells past startpoint
4_1_cts	in[3]	result	2.84	8
5_1_grt	in[5]	result	2.62	9
6_report	in[3]	result	2.82	8
## per-stage QoR
stage | worst slack (ns) | utilization | hold slack (ns) | instance area [um^2]
after floorplan | 3.28 | - | 0.345 | 4090
after global placement | 2.50 | 0.548 | 0.353 | 4280
after detailed placement | 2.46 | 0.548 | 0.355 | 4280
after CTS | 2.84 | 0.576 | 0.372 | 4500
after global routing | 2.62 | 0.576 | 0.393 | 4500
final | 2.82 | 0.576 | 0.372 | 4500
## worst max-delay path, cell delays in order
cell and delay [ns]:
clkdlybuf4s50_1 0.50, or4_1 0.58, o221ai_1 0.29, nor2_1 0.19, o2bb2ai_1 0.17, nand2b_1 0.45
nand3_1 0.28, mux2_2 0.34
## area by class of cell
type	count	share of cell area
clock inverter	6	0.0206
multi-input combinational	286	0.439
inverter	4	0.00362
timing repair buffer	14	0.0289
tap	102	0.0284
clock buffer	10	0.0284
sequential	81	0.451
Power is estimated from default activity; no workload was simulated.
