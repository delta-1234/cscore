**./config.mk**
```make
export PLATFORM = sky130hd
export DESIGN_NAME = VoterPlus
export DESIGN_NICKNAME = VoterPlus
export VERILOG_FILES = /design/flow/design.v
export SDC_FILE = /design/flow/constraint.sdc
export NUM_CORES = 4
export LEC_CHECK = 1
export CORE_UTILIZATION = 40
```
**./constraint.sdc**
```tcl
current_design VoterPlus

set clk_period 20.9
set clk_io_pct 0.2

create_clock -name clk0 -period $clk_period [get_ports {clk}]

set non_clock_inputs [all_inputs -no_clocks]
set_input_delay [expr $clk_period * $clk_io_pct] -clock clk0 $non_clock_inputs
set_output_delay [expr $clk_period * $clk_io_pct] -clock clk0 [all_outputs]
```
**./design.v**
```verilog
module VoterPlus(
	input clk,
	input reset,
	input [31:0] np,
	input [7:0] vip,
	input vvip,
	output reg [7:0] result
);
reg [31:0] np_state;
reg [7:0] vip_state;
reg vvip_state;
integer count = 0,i;
always @(posedge clk,posedge reset) begin
	if(reset == 1) begin
	  np_state <= 0;
	  vip_state <= 0;
	  vvip_state <= 0;
	  count <= 0;
	  result <= 0;
	end
	else begin
	  for(i = 0;i < 32;i = i + 1) begin
		if(np[i] == 1 && np_state[i] == 0) begin
		  np_state[i] = 1;
		  count = count + 1;
		end
	  end
	  for(i = 0;i < 8;i = i + 1) begin
		if(vip[i] == 1 && vip_state[i] == 0) begin
		  vip_state[i] = 1;
		  count = count + 4;
		end
	  end
	  if(vvip == 1 && vvip_state == 0) begin
		vvip_state = 1;
		count = count + 16;
	  end
	  result <= count;
	end
end
endmodule
```
**./run.sh**
```bash
#!/bin/bash
# OpenROAD 26Q1-2900-gdf79404cd8, Yosys 0.63+post, stock flow scripts
make -C /OpenROAD-flow-scripts/flow DESIGN_CONFIG=/design/flow/config.mk WORK_HOME=/design/flow/orfs finish
```
==> out/summary.txt <==
warnings from Yosys - 1
cycle use final - 114.1%
Late-Pin Clk Latency - 350 ps
Clock transition at path regs - 70 ps
ANT cells - 0
DRT iter0 DRCs - 357
top-count cell post-synth - xnor2_1
pin count of the biggest net entering global routing - 36
routed vias - 10,010
Leakage - 5.773 nW
share of the synthesized area in the top cell type - 14.34%
Post-synth EDFFs - 0
total congestion overflow - 0
failing checks - setup timing
post-route ant nets - 0
CTS H-tree lvls - 3
Critical Setup Path Class - in -> reg
DIE AREA - 26,610 um2
worst min path class - reg -> reg
final worst slack - -2942 ps
synth cell count leaders - xnor2_1 (170), nand2_1 (140), nor2_1 (94)
Routed WL per cell - 13.39 um
setup_tns - -27,750 ps
Init Core Util - 41.00%
Synth Seq Share - 13.73%
Slew Limit Fails - 0
DRC Markers - 0
Synth area leader - xnor2_1
pwr/cell area - 104.9 nW/um2
Worst Setup End Kind - flip-flop
initial antenna violation count - 0
Total Routed Length - 26,190 um
post-layout min period - 23,840 ps
Layout Cells excl Fill - 1,956
Flop area - 1426 um2
vias in the first global route - 9,158
placed cell area - 13,200 um2
Avg Cell Area, Syn - 8.044 um2
Synth Register Bits - 57
slowest stage delay, CP - 410 ps
IO Pins - 51
Unique cell types - 92
Mapped Area - 10,380 um2
Die X - 163.1 um
clock sinks - 57
Area Growth Syn to Fin - 38.64%
Slew headroom - 45.86%
max-cap viol count - 0
CTS max path bufs - 2
logic area - 9403 um2
crit-path leading delay family - adder cells
yosys stat chip area - 10,380 um2
Final Util - 56.85%
CTS root buffer - clkbuf_16
GRT Total Usage - 20.25%
Worst VDD drop - 0.00006036 V
Max FO, Critical Path - 5
crit path DRT - 21,160 ps
worst endpoint data arrival time - 24,100 ps
Detail Placement HPWL - 20,370 um
Final Hold Vio Count - 0
Port-buffer cells - 50
Filler cells - 2,130
final clock skew - 11.74 ps
Yosys Instances - 1,291
DRT Pass-1 Iters - 6
RSZ-0062 raised after global routing - yes
CTS Buf Count - 9
Final setup viols - 12
Worst Setup Start Kind - input port
gpl congestion - 0.8993
FP Rows - 58
share of cells above drive strength 1 - 32.16%
Max Clock Freq - 0.04194 GHz
Buf+Inv Stages, Crit Path - 9
Finished Cell Area - 14,400 um2
CTS tree - done
Log Warnings - 28
Synth area leaders - xnor2_1 (14%), dfrtp_1 (14%), nand2_1 (5.1%)
first-pass GRT wire length - 43,640 um
Post-synth ARST share - 100.0%
drt via density - 5.118
Die Span Y - 163.1 um
hold_buf cts - 0
Dominant Register Cell - dfrtp_1
worst slew pin tran - 810.5 ps
Post-Synthesis Cells - 1,291
Core Area - 25,330 um2
Placed Cells - 1,873
slowest stage cell, crit path - or3b_4
cell mode on critical path - ha_1
status - complete, but fails checks
total power - 1.511 mW
[cell usage in the layout, fill, tap and decap left out, drive strengths merged, types with 13 or more instances in the layout]
master,Yosys,final
o22ai,15,15
dfrtp,57,57
buf,9,296
xnor3,24,24
and2,18,18
clkdlybuf4s50,0,48
nand3,38,38
nor2,94,94
nor3,33,33
o21ai,52,52
or2,49,49
o211ai,15,15
a31oi,16,16
nand2b,42,42
mux2,14,14
a21oi,55,55
nand2,140,140
ha,41,41
xor2,55,55
xnor2,191,191
mux2i,20,20
nand3b,19,19
a211oi,14,14
inv,36,40
nor2b,53,53
or3,13,13
[final timing paths]
kind                       cells after the start      endpoint    startpoint  slack [ps]
setup / recovery                             118     result[7]         np[0]       -2940
hold / removal                                 1  vip_state[6]  vip_state[6]         470
setup reg to reg                             118     result[7]      count[0]         230
hold reg to reg                                1  vip_state[6]  vip_state[6]         470
max in group asynchronous                      3   np_state[4]         reset       15800
min in group asynchronous                      2  np_state[24]         reset        4220
[kinds of logic after synthesis]
kind of cell    count (synthesis)  share of synthesized area (%)
simple gates                  557                          28.17
fa+ha+maj                      44                          5.229
xor+xnor                      272                          29.34
compound gates                264                          17.43
flops                          57                          13.73
mux                            34                          3.590
buf+inv                        63                          2.506
[metal layers]
| metal | track usage, % | routed length, um | up-vias |
|---|---|---|---|
| li1 | - | - | 5267 |
| met2 | 31.43 | 11710 | 118 |
| met1 | 32.15 | 13510 | 4604 |
| met3 | 1.811 | 697 | 21 |
| met5 | 0 | 0 | - |
| met4 | 1.614 | 274 | 0 |
[worst reg2reg max path: cells and delay by family, from the launching register on]
family | cells | cell delay (ps)
AND-OR/OR-AND | 40 | 5220
adder cells (fa/ha/maj) | 25 | 6590
XOR/XNOR | 12 | 1820
multiplexers | 8 | 1990
buffers and inverters | 8 | 930
AND/OR/NAND/NOR | 25 | 3590
flip-flops | 1 | 460
[layout make-up]
type                       instances  area share [%]
multi-input combinational       1171           65.31
timing repair buffer             345           18.96
sequential                        57           9.907
tap                              330           2.868
clock buffer                       9           1.564
inverter                          37          0.9646
clock inverter                     7          0.4258
[metrics by stage]
stage	setup WS, ps	hold WS [ps]
floorplan	-2512	437.5
global placement	-3250	449.2
detailed placement	-3503	450.3
CTS	-2677	467.4
global route	-4195	484.2
finish	-2942	465.2
[flip-flops by register name (all words and copies together), names as in the netlist]
register and count:
np_state 32, result 8, count 8, vip_state 8
vvip_state 1
[report_power, final]
| part | switching, mW | leakage (nW) | internal, mW | total (mW) |
|---|---|---|---|---|
| registers | 0.0116 | 0.548 | 0.126 | 0.138 |
| logic | 0.569 | 5.09 | 0.654 | 1.22 |
| clock network | 0.0664 | 0.135 | 0.0826 | 0.149 |
| total | 0.647 | 5.77 | 0.863 | 1.51 |
[what timing repair did]
action                                 4_1_cts  5_1_grt
endpoints found under the hold margin        0        0
cloned                                       0        0
resized                                     38       43
pin swaps                                   38       67
setup endpoints to repair                   12       12
setup buffers                               48       22
No activity file was given, so power comes from the tool's default toggle rates.
