==> ./design.v <==
module code(
    input Clk,
    input Reset,
    input Slt,
    input En,
    output reg [63:0] Output0,
    output reg [63:0] Output1
);
integer cnt;
always @(posedge Clk) begin
    if(Reset == 1) begin
      Output0 <= 64'b0;
      Output1 <= 64'b0;
      cnt = 0;
    end
    else begin
      if(En == 1) begin
        if(Slt == 0)
        Output0 <= Output0 + 64'b1;
        else begin
          cnt = cnt + 1;
          if(cnt % 4 == 0) begin
            cnt = 0;
            Output1 <= Output1 + 64'b1;
          end          
          else
          Output1 <= Output1;
        end
      end
      else begin
        Output0 <= Output0;
        Output1 <= Output1;
      end
    end
end
endmodule
==> ./run.sh <==
#!/bin/bash
# OpenROAD 26Q1-2900-gdf79404cd8, Yosys 0.63+post, stock flow scripts
make -C /OpenROAD-flow-scripts/flow DESIGN_CONFIG=/design/flow/config.mk WORK_HOME=/design/flow/orfs finish
==> ./config.mk <==
export PLATFORM = sky130hd
export DESIGN_NAME = code
export DESIGN_NICKNAME = code
export VERILOG_FILES = /design/flow/design.v
export SDC_FILE = /design/flow/constraint.sdc
export NUM_CORES = 4
export LEC_CHECK = 1
export CORE_UTILIZATION = 50
==> ./constraint.sdc <==
current_design code

set clk_period 14.8
set clk_io_pct 0.2

create_clock -name clk0 -period $clk_period [get_ports {Clk}]

set non_clock_inputs [all_inputs -no_clocks]
set_input_delay [expr $clk_period * $clk_io_pct] -clock clk0 $non_clock_inputs
set_output_delay [expr $clk_period * $clk_io_pct] -clock clk0 [all_outputs]
==> out/notes.md <==
The run finished with clean final reports. The report lists the number of standard-cell rows as 40. Reported net switching power: 0.144 mW. Setup repair after global routing left no endpoint under its margin. The number of antenna diodes in the final layout is 0. The residual DRC count came out at 0. Transition time at the pin with the least slew margin: 759 ps. The tally of yosys warning messages came out at 1.

The H-tree was split into 4 levels. The tree is rooted in a clkbuf_16. The run gives 0 for the count of flip-flops with a built-in enable after synthesis. In this run the static leakage power is 2.54 nW.

Number of nets with antenna violations after routing: 0. The run gives 0.351 for the final cycle utilization of the critical path. On the critical path the data arrives at 5490 ps. The synthesized netlist was found by Yosys to have 751 cells.

Per the final timing report, the hold violations number 0. OpenSTA lists the critical path startpoint as Slt. The logs give a warning total of 26.

The number of maximum-capacitance violations recorded for the run is 0. Once the clock tree was built, the setup fixing pass inserted 0 buffers. The run gives 751 as the synthesized instance count.

The later pin in the worst-skew pair is clocked with a latency of 410 ps. With the boundary pin count at 132, the horizontal extent of the die is 114 um. The number of vias per cell is 5.73. STA puts the critical path data required time at 15,100 ps. Cell internal power was estimated by the tool at 0.575 mW. In this run the power density over the cells is 87.9 nW/um^2. The clock passes through at most 2 buffers. The tools report the sequential-to-total area share from yosys stat as 0.412. Sequential group share of total power: 0.490. In the final layout, the fill cell count is 942.

Averaged over all synthesized cells, the footprint is 8.40 um^2. The share of flip-flops with an asynchronous set or reset was 0; the clock-pin slew on the worst setup and hold paths was 50 ps. The area of the chip is 13,100 um^2. According to the hold report, the worst path is of the reg -> reg type. Critical path start-end classification: in -> reg.

Timing would allow up to 193 MHz. Per the log, the first TritonRoute iteration ended with a DRC count of 479. The sum of net half-perimeters after detailed placement was 10.5 mm; the combinational power share was 0.014. The run gives 25.1 mm as the global-route wire length before repair. The mean routed wirelength per cell was 14.8 um; the count of input and output buffers was 131. The final period demand of the worst path came out at 5190 ps. The run gives 0.876 for the weighted congestion reported at the end of routability-driven placement. The fraction of synthesized cell area taken by the top area cell type was 0.412.

From the final report, the count of setup violators was given as 0. With the relative slew slack at 0.494, the number of non-filler instances in the completed layout is 1,044. The switching fraction of total power works out to 0.200.

The tally of unique sky130hd cells used after synthesis is 48, and the total wire length after detailed routing is 15.5 mm. The main area contributors are dfxtp_1 (41%), xnor2_1 (5.0%), nor2_1 (4.9%). The reg-to-reg critical path startpoint was Output1[0]$_SDFFE_PP0P_. The run gives 0.497 as the fraction of power consumed by the clock network.

The logs give 0 for the number of antenna violations at the first check in global routing and 5,148 for the number of global-route vias before repair. The total placed cells including tap cells is 1,018. TritonCTS built the clock tree.

The tools report the total standard cell area after synthesis as 6310 um^2. Summed negative setup slack over all endpoints: 0 ps. The run gives 74 for the maximum number of pins on one net before global-route repair. The most frequent cell after synthesis is dfxtp_1. The worst setup path is launched from an input port. The placed standard-cell area is 7690 um^2. The largest fanout on the critical path works out to 20. By count the netlist is led by dfxtp_1 (130), nor2_1 (83), a21oi_1 (59). The final design area excluding fillers is 8180 um^2.

TritonCTS buffer count: 17. For this run, the leading register cell type out of synthesis is dfxtp_1. The clock arrives with 7.99 ps of skew.

The run gives 29.6% for the growth of design area from synthesis to finish. The analysis reports a worst IR drop on VDD of 0.0000683 V. The final route contains 5,981 vias. The final timing report lists a max-slew violation count of 0.

For this design, the CTS-stage hold fixing added 0 buffers. Post-CTS repair ended up resizing 0 cells. With the vertical extent of the die at 114 um, the post-synthesis sequential element count is 130. The tools report the number of clock sinks as 130. The synthesized netlist has a Yosys-reported chip area of 6310 um^2.

For the worst min-delay path, the startpoint reported by OpenROAD is Output1[63]$_SDFFE_PP0P_. The aggregate global-route resource usage is 0.242, and the aggregate global routing overflow is 0. The fraction of layout cells with a size suffix above 1 was 0.0479. STA classifies the critical path endpoint as a flip-flop.

Iteration tally of the first detailed-router pass: 5. The region available for standard cell placement spans 12,200 um^2. The tools report the floorplan-stage core utilization as 0.519. The cell type contributing the most total cell area after synthesis is dfxtp_1.
layout make-up:
class / count / area [um^2] / share of cell area
Clock inverter: 1 / 5.00 / 0.000612
Multi-Input combinational cell: 571 / 3490 / 0.427
Tap cell: 168 / 210 / 0.0257
Clock buffer: 25 / 485 / 0.0594
Timing Repair Buffer: 133 / 1320 / 0.162
Inverter: 16 / 60.1 / 0.00735
Sequential cell: 130 / 2600 / 0.318
metrics by stage:
step	total power, mW	setup slack, ps	hold WS, ps	util
2_1_floorplan	0.365	10140	439	-
3_3_place_gp	0.368	9310	462	0.632
3_5_place_dp	0.369	9230	468	0.632
4_1_cts	0.726	9640	487	0.672
5_1_grt	0.743	9400	505	0.672
6_report	0.718	9610	486	0.672
final timing paths:
kind | endpoint | cells past startpoint | slack, ps
worst max-delay path | Output0[63]$_SDFFE_PP0P_ | 6 | 9610
worst min-delay path | Output1[63]$_SDFFE_PP0P_ | 2 | 490
worst max register to register | Output1[58]$_SDFFE_PP0P_ | 6 | 12190
worst min register to register | Output1[63]$_SDFFE_PP0P_ | 2 | 490
sequential cells by signal (all words and copies together), names as in the netlist:
name / flops
Output1: 64
Output0: 64
cnt: 2
critical path, cell delays in order:
cell and delay (ps):
clkdlybuf4s50_1 490, and4b_1 440, and4_1 290, or3b_1 620, nor4_1 310, mux2_2 370
power groups by stage:
| stage | logic (mW) | clock network (mW) | registers (mW) |
|---|---|---|---|
| finish | 0.00975 | 0.357 | 0.352 |
| CTS | 0.00982 | 0.364 | 0.352 |
| global route | 0.0108 | 0.381 | 0.351 |
logic make-up (layout without fill, tap and decap cells):
logic type / Yosys count / after routing / synth area share
fa+ha+maj: 3 / 3 / 0.00595
buf+inv: 50 / 175 / 0.0345
compound gates: 121 / 121 / 0.109
simple gates: 379 / 379 / 0.343
xor+xnor: 65 / 65 / 0.0902
mux: 3 / 3 / 0.00496
flops: 130 / 130 / 0.412
layout by cell type (no fill, tap or decap), drive strengths merged, types with 16 or more instances in the layout:
master / instances
nor4: 19
o31ai: 21
nand4: 50
xor2: 29
dfxtp: 130
or4: 24
inv: 16
clkbuf: 25
nand2: 53
a21oi: 59
and4: 20
xnor2: 36
nor3: 16
o21ai: 34
or3: 33
nand3: 41
clkdlybuf4s50: 130
nor2: 83
per-layer routing:
| layer | part of all wire | global-route usage |
|---|---|---|
| met5 | 0 | 0 |
| met4 | 0.0070 | 0.0234 |
| met3 | 0.069 | 0.0674 |
| met2 | 0.43 | 0.345 |
| met1 | 0.49 | 0.390 |
Power and IR drop assume default switching activity.
